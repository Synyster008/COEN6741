--- design/flow/config.mk ---
export PLATFORM = sky130hd
export DESIGN_NAME = instruction_memory
export DESIGN_NICKNAME = instruction_memory
export VERILOG_FILES = /design/flow/design.v
export SDC_FILE = /design/flow/constraint.sdc
export NUM_CORES = 4
export LEC_CHECK = 1
export CORE_AREA = 10 10 96 96
export DIE_AREA = 0 0 106 106
--- design/flow/constraint.sdc ---
current_design instruction_memory

set clk_period 6.5
set clk_io_pct 0.2

create_clock -name clk0 -period $clk_period [get_ports {clock}]

set non_clock_inputs [all_inputs -no_clocks]
set_input_delay [expr $clk_period * $clk_io_pct] -clock clk0 $non_clock_inputs
set_output_delay [expr $clk_period * $clk_io_pct] -clock clk0 [all_outputs]
--- design/flow/design.v ---
module instruction_memory (clock, address, instruction);
    input clock;
    input [31:0] address;
    output [31:0] instruction;
    wire [9:0] address_bus = address [9:0];
    reg [7:0] instruction_mem [0:1023];
    always @(posedge clock) begin
        instruction_mem[0] <= 8'b00001000;  
        instruction_mem[1] <= 8'b00100000;  
        instruction_mem[2] <= 8'b00000000;
        instruction_mem[3] <= 8'b00001111;
        instruction_mem[4] <= 8'b00000100;  
        instruction_mem[5] <= 8'b01000100;  
        instruction_mem[6] <= 8'b00001000;
        instruction_mem[7] <= 8'b00000000;
        instruction_mem[8] <= 8'b00101000;  
        instruction_mem[9] <= 8'b10100001;  
        instruction_mem[10] <= 8'b00000000;
        instruction_mem[11] <= 8'b00000100;
        instruction_mem[12] <= 8'b00001100;  
        instruction_mem[13] <= 8'b10100001;  
        instruction_mem[14] <= 8'b00000000;
        instruction_mem[15] <= 8'b00000111;
        instruction_mem[16] <= 8'b00101100;  
        instruction_mem[17] <= 8'b10100010;  
        instruction_mem[18] <= 8'b00000000;
        instruction_mem[19] <= 8'b00000000;
        instruction_mem[20] <= 8'b00010100;  
        instruction_mem[21] <= 8'b11000000;  
        instruction_mem[22] <= 8'b00000100;
        instruction_mem[23] <= 8'b00001100;
        instruction_mem[24] <= 8'b00011000;  
        instruction_mem[25] <= 8'b10100001;  
        instruction_mem[26] <= 8'b00000000;
        instruction_mem[27] <= 8'b00000000;
        instruction_mem[28] <= 8'b00100100;  
        instruction_mem[29] <= 8'b10100001;  
        instruction_mem[30] <= 8'b00000000;
        instruction_mem[31] <= 8'b00000000;
        instruction_mem[32] <= 8'b00010000;  
        instruction_mem[33] <= 8'b11100010;  
        instruction_mem[34] <= 8'b00000000;
        instruction_mem[35] <= 8'b01000001;
        instruction_mem[36] <= 8'b00100000;  
        instruction_mem[37] <= 8'b00100000;  
        instruction_mem[38] <= 8'b00000000;
        instruction_mem[39] <= 8'b00000000;
    end
    assign instruction = {instruction_mem[address_bus], instruction_mem[address_bus+ 1], instruction_mem[address_bus+ 2],instruction_mem[address_bus+ 3]};
endmodule
--- design/flow/run.sh ---
#!/bin/bash
# OpenROAD 26Q1-2900-gdf79404cd8, Yosys 0.63+post, stock flow scripts
make -C /OpenROAD-flow-scripts/flow DESIGN_CONFIG=/design/flow/config.mk WORK_HOME=/design/flow/orfs finish
==> run_results.csv <==
group,metric,value,unit
status,outcome,"finished clean",
finish,drive_gt1_frac,0.111,
placement,routabilityCongestion,0.927,
grt,grt_pass1_vias,2735,
yosys,yosys_area,2480,um2
die,fp_util,0.344,
grt,grt_use_total,0.147,
route,wl,8830,um
job,cap_violations,0,
route,drc_errors,0,
critical_path,setup.worst_path.class,"primary input to output port",
finish,area_delta_synth_final,16.1,%
timing,finalSetupTns,0,ns
critical_path,endpoint_kind,"output port",
die,die_y,106,um
power_and_ir_drop,p_leak,0.000882,uW
finish,seq_area,0,um2
finish,seq_cell_count,0,
grt,grt_max_degree,43,
placement,numPortBuffers,42,
cts,postCtsSetupRepairBufs,0,
die,io_pins,65,
job,warning_count,51,
yosys,syn_inst,400,
route,via_per_inst,6.17,
critical_path,cp-start-kind,"primary input",
critical_path,path_delay_family,"buffers and inverters",
yosys,synth.distinct_cells,74,
finish,clock_buffers,0,
die,chipArea,11200,um2
route,first_pass_iters,5,
cts,cts_hold_buf,0,
critical_path,slowest_stage,"clkdlybuf4s50_1",
cts,post_cts_resized,0,
hold_path,min_path_type,"primary input to output port",
critical_path,critPathBufInv,2,
finish,logic_area,2250,um2
timing,period_needed,6.03,ns
yosys,postSynthAreaPerCell,6.21,um2
timing,whs,3.47,ns
die,fp.coreArea,7210,um2
die,die_width,106,um
route,ant_nets,0,
die,num_rows,31,
timing,period_used_share,0.928,
power_and_ir_drop,pwr_density_cell,65.9,nW/um2
timing,finalMaxSlewViolations,0,
route,first_iter_violations,235,
finish,finalInstanceArea,2880,um2
critical_path,crit_arrival,4.73,ns
route,antenna_cells,0,
placement,pre_cts_slack,0.521,ns
route,wl_per_cell,17.2,um
route,vias,3170,
yosys,ys_warn_count,7874,
yosys,ys_cells,400,
timing,max_freq,0.166,GHz
finish,fillers,780,
critical_path,cp_common_cell,"clkdlybuf4s50_1",
yosys,ys_seq_frac,0,
critical_path,path_cells,"clkdlybuf4s50_1 > ha_1 > nand3_4 > xnor2_2 > mux2_2 > a21oi_1 > nor3_1 > a31oi_2 > o21ai_1 > clkdlybuf4s50_1",
grt,grt_remaining_overflow,0,
power_and_ir_drop,ir_worst_vdd,0.0000509,V
placement,dpl_cell_area,2880,um2
grt,grt_pass1_wl,14300,um
timing,worst_pin_slew,0.967,ns
critical_path,worst-path-max-fanout,11,
timing,finalSetupViolCount,0,
power_and_ir_drop,total_power,190,uW
timing,rsz0062_at_grt,"false",
placement,dpl.hpwl,6340,um
critical_path,crit_path_max_incr_delay,0.67,ns
critical_path,worst-endpoint-required,5.20,ns
yosys,syn_area,2480,um2
timing,timing_hold_violations_final,0,
grt,antenna_found_initial,0,
timing,relSlewSlack,0.350,
timing,worst_slack,0.470,ns
[final cells by class]
type                            instances  area share
Multi-Input combinational cell        357       0.780
Tap cell                               99      0.0430
Timing Repair Buffer                   54       0.172
Inverter                                4     0.00521
[power by group]
part	switching [uW]	total [uW]	internal [uW]
Clock	0	0	0
Combinational	122	190	67.6
Sequential	0	0	0
[layout by cell type (no fill, tap or decap), types with 3 or more instances in the layout]
master and n:
o31ai_1 5, and3_1 7, a32oi_1 3, o21ai_0 36, clkdlybuf4s50_1 39, nand2_1 44, or3_1 3, nor3_1 25
xnor2_1 11, a21oi_1 28, a211oi_1 5, buf_2 3, nor2b_1 7, nor4_1 7, nand3_1 10, xnor2_2 4
buf_4 12, o211ai_1 6, xor2_1 7, nand4_1 3, nor2_1 52, a31oi_1 11, o22ai_1 7, nand2b_1 7
a22oi_1 7
[logic make-up (layout without fill, tap and decap cells)]
logic type	count (synthesis)	count (layout)	synth area share
buffers and inverters	43	58	0.0947
and+or+nand+nor	186	186	0.381
adders and majority gates	2	2	0.0101
AOI/OAI and AO/OA	141	141	0.388
muxes	3	3	0.0126
xor gates and xnor gates	25	25	0.114
[final timing paths]
path / from / cells after the start / end / slack, ns
max: address[2] / 10 / instruction[10] / 0.47
min: address[3] / 3 / instruction[22] / 3.47
[worst min-delay path, stage by stage]
cell	delay (ns)
buf_2	0.37
nor3_2	0.09
clkdlybuf4s50_1	0.40
[metrics by stage]
stage | cells | util
5_1_grt | 514 | 0.400
4_1_cts | 514 | 0.400
3_3_place_gp | 514 | 0.400
3_5_place_dp | 514 | 0.400
6_report | 514 | 0.400
2_1_floorplan | 400 | -
[Yosys cell counts (all sizes together) (8+ instances only)]
master,number,area (um2)
nor2,53,206
xor2,10,121
clkbuf,9,33.8
a31oi,12,81.3
a21oi,30,158
xnor2,15,161
nand2,46,178
o21ai,38,190
nor3,27,151
a22oi,8,65.1
nand3,14,105
buf,30,186
[per-layer routing]
| metal | global-route usage | part of all wire | vias to the layer above |
|---|---|---|---|
| met5 | 0 | 0 | - |
| met4 | 0.0184 | 0.013 | 0 |
| met3 | 0.0104 | 0.075 | 8 |
| met2 | 0.229 | 0.45 | 169 |
| met1 | 0.220 | 0.46 | 1452 |
| li1 | - | - | 1541 |
