==> ./config.mk <==
export PLATFORM = sky130hd
export DESIGN_NAME = MEM_stage
export DESIGN_NICKNAME = MEM_stage
export VERILOG_FILES = /design/flow/design.v
export SDC_FILE = /design/flow/constraint.sdc
export NUM_CORES = 4
export LEC_CHECK = 1
export CORE_AREA = 10 10 103 103
export DIE_AREA = 0 0 113 113
export SYNTH_MEMORY_MAX_BITS = 65536
==> ./constraint.sdc <==
current_design MEM_stage

set clk_period 1.0
set clk_io_pct 0.2

create_clock -name clk0 -period $clk_period [get_ports {clock1}]
create_clock -name clk1 -period $clk_period [get_ports {clock2}]

set non_clock_inputs [all_inputs -no_clocks]
set_input_delay [expr $clk_period * $clk_io_pct] -clock clk0 $non_clock_inputs
set_output_delay [expr $clk_period * $clk_io_pct] -clock clk0 [all_outputs]
==> ./design.v <==
module MEM_WB (clock2, destination_input, destination_output, result_input1, result_input2, result_output1, result_output2, loadvalue_input, loadvalue_output, MEMORY_READ_input, MEMORY_READ_output, 
    WRITEBACK_input, WRITEBACK_output);
    input clock2, MEMORY_READ_input; 
    input [1:0] WRITEBACK_input;
    input [4:0] destination_input;
    input [31:0] result_input1, result_input2, loadvalue_input;
    output reg MEMORY_READ_output;
    output reg [1:0] WRITEBACK_output;
    output reg [4:0] destination_output;
    output reg [31:0] result_output1, result_output2, loadvalue_output;
    always @(posedge clock2) begin
        MEMORY_READ_output <= MEMORY_READ_input;
        WRITEBACK_output <= WRITEBACK_input;
        destination_output <= destination_input;
        result_output1 <= result_input1; 
        result_output2 <= result_input2; 
        loadvalue_output <= loadvalue_input;
    end
endmodule
module MEM_stage (clock1, clock2, result_ALU1_MEMORY, result_ALU2_MEMORY, result_ALU1_WRITEBACK, result_ALU2_WRITEBACK, store_input, memory_out_MEMORY, memory_out_WRITEBACK, MEMORY_READ, MEMORY_WRITE,
    MEMORY_READ_WRITEBACK, WRITEBACK_MEMORY, WRITEBACK_WRITEBACK, destination_MEMORY, destination_WRITEBACK);
    input clock1, clock2, MEMORY_READ, MEMORY_WRITE; 
    input [1:0] WRITEBACK_MEMORY;
    input [4:0] destination_MEMORY;
    input [31:0] result_ALU1_MEMORY, result_ALU2_MEMORY, store_input;
    output MEMORY_READ_WRITEBACK;
    output [1:0] WRITEBACK_WRITEBACK;
    output [4:0] destination_WRITEBACK;
    output [31:0] memory_out_MEMORY, memory_out_WRITEBACK, result_ALU1_WRITEBACK, result_ALU2_WRITEBACK;
    data_memory data_memory(
        .clock1 (clock1), 
        .clock2 (clock2), 
        .address (result_ALU1_MEMORY), 
        .data_input (store_input), 
        .data_output (memory_out_MEMORY), 
        .MEMORY_READ (MEMORY_READ), 
        .MEMORY_WRITE (MEMORY_WRITE)
    );
    MEM_WB MEM_WB_buffer(
        .clock2(clock2), 
        .destination_input(destination_MEMORY), 
        .destination_output(destination_WRITEBACK), 
        .result_input1(result_ALU1_MEMORY), 
        .result_input2(result_ALU2_MEMORY), 
        .result_output1(result_ALU1_WRITEBACK), 
        .result_output2(result_ALU2_WRITEBACK), 
        .loadvalue_input(memory_out_MEMORY), 
        .loadvalue_output(memory_out_WRITEBACK), 
        .MEMORY_READ_input(MEMORY_READ), 
        .MEMORY_READ_output(MEMORY_READ_WRITEBACK), 
        .WRITEBACK_input(WRITEBACK_MEMORY), 
        .WRITEBACK_output(WRITEBACK_WRITEBACK)
    );
endmodule
module data_memory(clock1, clock2, address, data_input, data_output, MEMORY_READ, MEMORY_WRITE, WRITEBACK_MEMORY);
    input clock1, clock2, MEMORY_READ, MEMORY_WRITE;
    input [1:0] WRITEBACK_MEMORY;
    input [31:0] address, data_input;
    output reg [31:0] data_output;
    wire [31:0] address_line;
    reg [31:0] link;
    reg [7:0] data_mem [0:1023];
    integer i;
    initial begin
      for (i=0; i <= 1023; i=i+1)
        data_mem[i] <= 0;
    end
    always @(posedge clock1) begin
      if (MEMORY_READ) begin
        data_output = {data_mem[address_line], data_mem[address_line + 1], data_mem[address_line +2], data_mem[address_line + 3]};
        if (MEMORY_READ && WRITEBACK_MEMORY == 2'b10)
          link = {address_line, address_line + 1, address_line + 2, address_line + 3};
      end
    end
    always @(posedge clock2) begin
      if (MEMORY_WRITE && link == {address_line, address_line + 1, address_line + 2, address_line + 3})
      begin
        {data_mem[address_line], data_mem[address_line + 1], data_mem[address_line +2], data_mem[address_line + 3]} <= data_input;
      end
    end
endmodule
==> ./run.sh <==
#!/bin/bash
# OpenROAD 26Q1-2900-gdf79404cd8, Yosys 0.63+post, stock flow scripts
make -C /OpenROAD-flow-scripts/flow DESIGN_CONFIG=/design/flow/config.mk WORK_HOME=/design/flow/orfs finish
==> metrics.yaml <==
ys_cells: 137
path_max_fanout: 1
root_buffer: "clkbuf_8"
die_area_mm2: 0.0128
vias: 1265
clockBufferDepth: 2
hold_class: "primary input to flop"
ff_type: "dfxtp_1"
cts_max_level: 3
critPathCaptureType: "output port"
synth_cell_types: 3
ys_area_mm2: 0.00193
netlist_area_mm2: 0.00193
core_area_mm2: 0.00830
max_stage_delay_ps: 320
ctsResizeCount: 234
crit_type: "flop to output port"
die_w_um: 113
cts_sinks: 72
synth_top_area_share: 0.749
die_height_um: 113
instances_no_fill: 401
yosysWarningCount: 36
place_area_mm2: 0.00325
grt_max_degree: 15
rsz0062_at_grt: "true"
arrival_ps: 770
vdd_drop_max_v: 0.000562
antenna_found_initial: 0
areaGrowthSynthToFinish_pct: 61.5
fp-utilization: 0.232
postSynthCellCount: 137
first_pass_iters: 2
grt.overflow.total: 0
grt_usage: 0.0869
gp_congestion: 0.751
cp_num_buf_inv: 1
viasPerCell: 3.15
startpoint_type: "flop"
crit_family: "flip-flops"
slew_viol_final: 0
rows: 33
crit_path_top_delay_cell: "dfxtp_2"
postLayoutCellArea_mm2: 0.00311
p_per_area_mw_per_mm2: 1860
placed_cells: 385
enable_flop_cells: 0
setup_viol_count_final: 0
grt_pass1_vias: 1408
numPortBuffers: 144
fin_setup_tns_ps: 0
diodes: 0
tool_warnings: 62
syn_avg_cell_area_um2: 14.1
numCtsBuffers: 9
largest_area_cell: "dfxtp_1"
maxCapViolations: 0
crit_chain: "buf_6"
drive_gt1_frac: 0.318
cts_tree: "done"
cts_setup_buffers: 0
antenna_left: 0
numSynthFlops: 72
drt_iter0_markers: 32
leakage_nw: 1.49
hold_viol: 0
ios: 243
wl_per_cell_um: 15.3
fillers: 820
dp_hpwl_um: 5230
worst_hold_slack_ps: 295
required_ps: 800
synth_dominant_cell_count: "dfxtp_1"
synthTopCellsByArea: "dfxtp_1 75%, buf_4 25%, conb_1 0.19%"
ys_top_cells_by_count: "72 x dfxtp_1, 64 x buf_4, 1 x conb_1"
outcome: "finished clean"
drc: 0
wl_um: 6150
path_clk_slew_ps: 90
grt_pass1_wl_um: 8520
yosys.stat.seqShare: 0.749
async_flop_share: 0
cts_hold_buf: 0
==> worst paths after layout <==
path | from | end | slack, ps | cells after the start
max in group clk1 | result_ALU1_MEMORY[18] | MEM_WB_buffer.result_output1[18] | 610 | 1
setup / recovery | MEM_WB_buffer.destination_output[0] | destination_WRITEBACK[0] | 30 | 1
hold / removal | result_ALU1_MEMORY[13] | MEM_WB_buffer.result_output1[13] | 300 | 1
min in group clk0 | MEM_WB_buffer.result_output2[4] | result_ALU2_WRITEBACK[4] | 910 | 1
==> cells in the final DEF, fill, tap and decap left out <==
cell type        count
buf_2               71
buf_6                1
bufinv_16            1
clkbuf_8             9
clkdlybuf4s50_1     72
clkinv_2             2
clkinv_4             1
conb_1              64
dfxtp_1             66
dfxtp_2              6
inv_6                2
inv_8                1
==> cell type report <==
cell class / instances / area (µm²) / share of cell area
Clock inverter: 7 / 77.6 / 0.0249
Multi-Input combinational cell: 64 / 240 / 0.0773
Clock buffer: 9 / 124 / 0.0398
Sequential cell: 72 / 1450 / 0.466
Timing Repair Buffer: 144 / 1090 / 0.350
Tap cell: 105 / 131 / 0.0423
==> stage by stage <==
stage               worst slack, ps  utilization  power, mW
detailed placement            -43.1        0.392       3.70
global placement              -41.3        0.392       3.70
floorplan                       538            -       3.26
global route                  -14.0        0.375       6.07
finish                         31.7        0.375       5.77
CTS                           -3.09        0.374       5.92
==> where the power goes <==
group,internal [mW],switching (mW),leakage (nW)
registers,3.02,0.0294,0.608
logic,0.337,0.0873,0.774
clock network,1.18,1.12,0.106
==> cells by family after synthesis <==
kind of cell	after synthesis	synth area share
buf+inv	64	0.250
other cells	1	0.00195
flops	72	0.749
==> registers in the layout, summed over array words and instances, names as in the netlist <==
| register | cells |
|---|---|
| MEM_WB_buffer.result_output1 | 32 |
| MEM_WB_buffer.result_output2 | 32 |
| MEM_WB_buffer.destination_output | 5 |
| MEM_WB_buffer.WRITEBACK_output | 2 |
| MEM_WB_buffer.MEMORY_READ_output | 1 |
==> layer usage <==
metal  GRT usage  wire (µm)  share of wire
met1       0.101       2380           0.39
met2       0.141       2930           0.48
met3      0.0486        746           0.12
met4      0.0127         99          0.016
met5           0          0              0
Power is estimated from default activity; no workload was simulated.
