==> /design/flow/design.v <==
module register (clock, source1, source2, destination, reg1, reg2, write_value1, write_value2, WRITEBACK);
    input clock; 
    input [1:0] WRITEBACK;
    input [4:0] source1, source2, destination;
    input [31:0] write_value1, write_value2;
    output [31:0] reg1, reg2;
    reg [31:0] register_mem [0:33];
    integer i;
    initial begin
      for (i=0; i<= 33; i=i+1)
        register_mem[i]<= 0;
    end
    always @ (posedge clock) begin
        if (WRITEBACK == 2'b01) begin
            register_mem[destination] <= write_value1;
        end
        else if (WRITEBACK == 2'b11) begin
            register_mem[32] <= write_value1;  
            register_mem[33] <= write_value2;  
        end
    end
    assign reg1 = (register_mem[source1]);
    assign reg2 = (register_mem[source2]);
endmodule
==> /design/flow/run.sh <==
#!/bin/bash
# OpenROAD 26Q1-2900-gdf79404cd8, Yosys 0.63+post, stock flow scripts
make -C /OpenROAD-flow-scripts/flow DESIGN_CONFIG=/design/flow/config.mk WORK_HOME=/design/flow/orfs finish
==> /design/flow/config.mk <==
export PLATFORM = sky130hd
export DESIGN_NAME = register
export DESIGN_NICKNAME = register
export VERILOG_FILES = /design/flow/design.v
export SDC_FILE = /design/flow/constraint.sdc
export NUM_CORES = 4
export LEC_CHECK = 1
export CORE_UTILIZATION = 50
==> /design/flow/constraint.sdc <==
current_design register

set clk_period 5.3
set clk_io_pct 0.2

create_clock -name clk0 -period $clk_period [get_ports {clock}]

set non_clock_inputs [all_inputs -no_clocks]
set_input_delay [expr $clk_period * $clk_io_pct] -clock clk0 $non_clock_inputs
set_output_delay [expr $clk_period * $clk_io_pct] -clock clk0 [all_outputs]
==> impl_metrics.ini <==
; physical design summary
[layout]
fin_util = 0.5762
biggestRegsByFlops = register_mem (1024)
final_layout_size_suffix_gt1_frac = 0.1040
area.growth.synth_to_final_pct = 14.19
largest_register_ffs = 1024
regMostFlops = register_mem

[critical_path]
slowest_stage = clkdlybuf4s50_1
cpPeakStageDelay_ps = 640
worstPathCellList = clkdlybuf4s50_1, nor2b_4, buf_12, a22o_1, nor3_1, a31oi_1, nand3_1, clkdlybuf4s50_1
cp-end-kind = output pin
worst-path-max-fanout = 56
cpMostUsedCell = clkdlybuf4s50_1
setup.worst_path.class = in -> out
start_kind = input port
cp.arrival_ps = 3850
critPathRequiredTime_ps = 4240
critPathLaunch = source1[0]

[detailed_routing]
num_antenna_cells = 0
drcViolationCount = 0
via_per_inst = 6.384
drtIter0Drc = 2244
antenna_left = 0
finalWirelength_mm = 146.7
num_vias = 31240
routedWlPerCell_microns = 29.98
first_pass_iters = 6

[synth]
synth_area_sq_um = 48800
synthCells = 3389
yosysWarnings = 1
ys_ff = 1024
yosys.stat.seqShare = 0.6301
ys_cells = 3389
ys_area_sq_um = 48800
synth_cell_types = 24
syn_avg_cell_area_sq_um = 14.40

[grt]
grt_usage = 0.3260
met1_usage = 0.4161
use_met3 = 0.2100
met2_usage = 0.4783
grt_pass1_wl_mm = 211.4
antenna_found_initial = 3
grt_max_degree = 91
first_global_vias = 32430
grt.overflow.total = 0
grt.busiest_layer = met2

[placement]
portBuffers = 113
place.gp.congestion = 0.8953
place_ws_ps = 383.9
dp_hpwl_mm = 86.00

[cts]
clockRootBuffer = clkbuf_16
cts_tree = done
hold_buffers = 0
cts_buffers = 106
clkTransAtPathRegs_ps = 60
post_cts_buffers = 0
post_cts_resized = 0
htree_levels = 3
clockBufferDepth = 3
clock_sinks = 1024

[power_and_ir_drop]
vdd_drop_max_uv = 257.3
p_leak_nw = 20.55
pwr_density_cell_nw_per_um2 = 321.9

[sta]
grt_setup_unrepaired = false
report.final.slew_viol_count = 0
hold_violations = 0
finalCriticalPeriod_ps = 4907
post-route-period-util = 0.9258
hold_slack_ps = 1191
maxSlewHeadroom = 0.3019
tns_ps = 0
worst_slack_ps = 393.0
worst_pin_slew_ps = 1044
setup_violations = 0
fmaxAchievable_mhz = 203.8

[floorplanning]
rows = 114
pin_count = 146
die_y_microns = 314.4
fp_util = 0.5046
core_sq_um = 96710
die_area_sq_um = 98860
die_w_microns = 314.4

[outcome]
status = completed

[min_path]
holdCritStartpoint = write_value1[11]
hold_path_depth = 2
min_to = register_mem[5][11]$_DFFE_PP_
min_path_type = in -> reg

[run]
warning_count = 58
maxCapViolCount = 0
[per-layer routing]
layer,share of wire,vias up
li1,-,13710
met1,0.34,15160
met2,0.46,1995
met3,0.16,366
met4,0.039,10
met5,0.0015,-
[cell type report]
type,instances,area (sq um)
Timing Repair Buffer,292,3223
Clock inverter,59,559.3
Sequential cell,1024,30750
Fill cell,7098,40980
Clock buffer,131,2810
Multi-Input combinational cell,2111,16790
Tap cell,1276,1597
[Yosys cell counts]
cell type	number	area share
a21oi_1	192	0.020
a22o_1	128	0.023
a22oi_1	192	0.030
a31oi_1	64	0.0082
and2_1	2	0.00026
buf_1	6	0.00046
buf_2	70	0.0072
buf_4	47	0.0072
buf_6	45	0.010
clkbuf_1	82	0.0063
clkbuf_4	4	0.00062
edfxtp_1	1024	0.63
mux2i_1	1024	0.21
nand2_1	196	0.015
nand2b_1	5	0.00064
nand3_1	193	0.020
nand3b_1	3	0.00046
nand4b_1	1	0.00018
nor2_1	36	0.0028
nor2b_1	4	0.00051
nor3_1	64	0.0066
or2_2	2	0.00026
or3_1	2	0.00026
or3b_2	3	0.00054
[kinds of logic (layout without fill, tap and decap cells)]
kind of cell | after synthesis | after routing | synth area share
AOI/OAI and AO/OA | 576 | 576 | 0.08040
buffers and inverters | 254 | 482 | 0.03218
and+or+nand+nor | 511 | 511 | 0.04730
DFF | 1024 | 1024 | 0.6301
muxes | 1024 | 1024 | 0.2100
[layout by cell type (no fill, tap or decap), types with 3 or more instances in the layout]
cell type,count
a21oi_1,192
a22o_1,128
a22oi_1,192
a31oi_1,64
buf_12,59
buf_4,120
bufinv_16,11
clkbuf_1,22
clkbuf_16,109
clkdlybuf4s50_1,111
clkinv_1,24
clkinv_2,18
clkinvlp_4,3
edfxtp_1,1024
mux2i_1,1024
nand2_1,194
nand2b_2,4
nand3_1,193
nand3b_1,3
nor2_4,34
nor2b_4,4
nor3_1,64
or3b_2,3
[worst max-delay path by stage]
stage / endpoint / cells past startpoint
6_report: reg1[10] / 8
5_1_grt: reg1[22] / 8
4_1_cts: reg2[22] / 8
[worst max-delay path: cells and delay by family]
kind | cells | cell delay (ps)
buffers and inverters | 3 | 1510
AND/OR/NAND/NOR | 3 | 720
AND-OR/OR-AND | 2 | 510
[stage by stage]
stage               power [mW]  instances  area (sq um)
detailed placement       10.79       4703         52360
floorplan                10.05       3389         48800
global route             18.46       4893         55730
finish                   17.94       4893         55730
CTS                      18.02       4893         55730
global placement         10.78       4703         52360
[report_power, final]
part           leakage [nW]  internal, mW  total [mW]  switching [mW]
clock                  1.65          4.26        7.30            3.04
sequential             9.21          8.97        8.99          0.0227
combinational          9.69         0.655        1.65           0.997
total                  20.5          13.9        17.9            4.06
Power and IR drop assume default switching activity.
